[config.mk]
export PLATFORM = sky130hd
export DESIGN_NAME = bus_resync
export DESIGN_NICKNAME = bus_resync
export VERILOG_FILES = /design/flow/design.v
export SDC_FILE = /design/flow/constraint.sdc
export NUM_CORES = 4
export LEC_CHECK = 1
export CORE_AREA = 10 10 70 70
export DIE_AREA = 0 0 80 80
[constraint.sdc]
current_design bus_resync

set clk_period 1.0
set clk_io_pct 0.2

create_clock -name clk0 -period $clk_period [get_ports {clka}]
create_clock -name clk1 -period $clk_period [get_ports {clkb}]

set non_clock_inputs [all_inputs -no_clocks]
set_input_delay [expr $clk_period * $clk_io_pct] -clock clk0 $non_clock_inputs
set_output_delay [expr $clk_period * $clk_io_pct] -clock clk0 [all_outputs]
[design.v]
`default_nettype none
module reset_resync #(
    parameter integer STAGES = 2
) (
    input   wire    clk,
    input   wire    rstb,
    output  wire    srstb
);
    reg [STAGES-1:0] resync;
    always @(posedge clk, negedge rstb)
        if (!rstb)
            resync <= {STAGES{1'b0}};
        else
            resync <= {resync[STAGES-2:0], 1'b1};
    buf g_o (srstb, resync[STAGES-1]);
endmodule
module dff_resync #(
    parameter integer STAGES = 2
) (
    input   wire    clk,
    input   wire    rstb,
    input   wire    in,
    output  wire    out
);
    reg [STAGES-1:0] resync;
    always @(posedge clk, negedge rstb)
        if (!rstb)
            resync <= {STAGES{1'b0}};
        else
            resync <= {resync[STAGES-2:0], in};
    buf g_o (out, resync[STAGES-1]);
endmodule
module pulse_toggle #(
    parameter integer MODE = 0
) (
    input   wire    clk,
    input   wire    rstb,
    input   wire    in,
    output  wire    out
);
    reg [2:0] resync;
    wire      toggle;
    generate
        if (MODE == 0)
            assign toggle = resync[1] ^ resync[0];
        else if (MODE == 1)
            assign toggle = resync[0] & ~resync[1];
        else
            assign toogle = resync[1] & ~resync[0];
    endgenerate
    always @(posedge clk, negedge rstb)
        if (!rstb)
            resync <= 3'b000;
        else if (toggle)
            resync <= {~resync[2],resync[0], in};
        else
            resync <= {resync[2], resync[0], in};
    buf g_o (out, resync[2]);
endmodule
module pulse_resync #(
    parameter integer MODE   = 0,
    parameter integer STAGES = 2
) (
    input   wire    clk,
    input   wire    rstb,
    input   wire    in,
    output  wire    out
);
    reg [STAGES-1:0] resync;
    always @(posedge clk, negedge rstb)
        if (!rstb)
            resync <= {STAGES{1'b0}};
        else
            resync <= {resync[STAGES-2:0], in};
    generate
        if (MODE == 0)
            assign out = resync[STAGES-1] ^ resync[STAGES-2];
        else if (MODE == 1)
            assign out = resync[STAGES-2] & ~resync[STAGES-1];
        else
            assign out = resync[STAGES-1] & ~resync[STAGES-2];
    endgenerate
endmodule
module bus_resync #(
    parameter integer N      = 4,
    parameter integer STAGES = 2
) (
    input   wire            clka,
    input   wire            rsta,
    input   wire            clkb,
    input   wire            rstb,
    input   wire [N-1:0]    in,
    input   wire            valida,
    input   wire            readyb,
    output  reg  [N-1:0]    out,
    output  wire            readya,
    output  wire            validb
);
    wire tvalid;
    wire tready;
    pulse_toggle #(
        .MODE   (1)
    ) toggle_valid (
        .clk    (clka),
        .rstb   (rsta),
        .in     (valida),
        .out    (tvalid)
    );
    pulse_resync #(
        .MODE   (1)
    ) pulse_valid (
        .clk    (clkb),
        .rstb   (rstb),
        .in     (tvalid),
        .out    (validb)
    );
    pulse_toggle #(
        .MODE   (1)
    ) toggle_ready (
        .clk    (clkb),
        .rstb   (rstb),
        .in     (readyb),
        .out    (tready)
    );
    pulse_resync #(
        .MODE   (1)
    ) pulse_ready (
        .clk    (clka),
        .rstb   (rsta),
        .in     (tready),
        .out    (readya)
    );
    always @(posedge clkb, negedge rstb)
        if (!rstb)
            out <= {N{1'b0}};
        else if (validb)
            out <= in;
endmodule
module clock_mux #(
    parameter integer N = 2,
    parameter integer STAGES = 2
) (
    input   wire [N-1:0]    clk,
    input   wire [N-1:0]    rstb,
    input   wire [N-1:0]    select,
    output  wire            q
);
    wire [N-1:0] select_o;
    wire [N-1:0] block;
    reg  [N-1:0] select_fo;
    dff_resync #(
        .STAGES (STAGES)
    ) select_resync[N-1:0] (
        .clk    (clk),
        .rstb   (rstb),
        .in     (select & ~block),
        .out    (select_o)
    );
    genvar gi;
    for (gi = 0; gi < N; gi = gi + 1)
    begin
        if (gi == 0)
            assign block[0] = |select_fo[N-1:1];
        else if (gi == N-1)
            assign block[N-1] = |select_fo[N-2:0];
        else
            assign block[gi] = |select_fo[N-1:gi+1] || |select_fo[gi-1:0];
        always @(clk[gi], select_o)
            if (!clk[gi]) select_fo <= select_o;
    end
    assign q = |(select_fo & clk);
endmodule
module aio_blk_latch #(
    parameter integer N = 4
) (
    input  wire [N-1:0] a,
    input  wire         en,
    output reg [N-1:0]  q
);
    always @(a, en)
        if (en)
            q <= a;
endmodule
[run.sh]
#!/bin/bash
# OpenROAD 26Q1-2900-gdf79404cd8, Yosys 0.63+post, stock flow scripts
make -C /OpenROAD-flow-scripts/flow DESIGN_CONFIG=/design/flow/config.mk WORK_HOME=/design/flow/orfs finish
==> results.md <==
| Parameter | Reported | Unit |
| --- | --- | --- |
| Result of the run | finished with violations | - |
| Violations in the final reports | negative setup slack | - |
| Remaining global-route overflow | 0 | - |
| Post-Synthesis Cells | 25 | - |
| Worst slack after detailed placement | -0.152 | ns |
| Number of optimization iterations in the first detailed-route pass | 2 | - |
| Clock transition at path regs | 0.06 | ns |
| CTS tree | built | - |
| Flip-flop cell with the highest count after synthesis | dfrtp_1 | - |
| Reg-to-reg endpoint | out[3] | - |
| Number of max-slew violations in the final report | 0 | - |
| RSZ-0062 raised after global routing | yes | - |
| Static leakage power | 0.319 | nW |
| Global-route wire length before repair | 1.43 | mm |
| Fin. Hold Viols | 0 | - |
| Standard-cell row count | 21 | - |
| Core Density at Floorplan | 0.138 | - |
| Number of antenna violations at the first check in global routing | 0 | - |
| Slowest-stage cell, CP | dfrtp_1 | - |
| Data arrival time of the critical path | 1.21 | ns |
| Antenna diode count | 0 | - |
| Pin count of the biggest net entering global routing | 10 | - |
| Required arrival time at the worst endpoint | 1.13 | ns |
| Critical path start-end classification | flop to flop | - |
| Max Fanout on Critical Path | 4 | - |
| Final number of setup-violating endpoints | 6 | - |
| Area of the mapped netlist | 472 | µm² |
| Area figure in the yosys stat output | 472 | µm² |
| Kind of end point of the critical path | flop | - |
| Setup slack of the critical path after layout | -0.0778 | ns |
| Startpoint type of the worst setup path | flop | - |
| Count of tool warnings | 28 | - |
| Final Hold Slack | 0.169 | ns |
| Reg2Reg Depth | 3 | - |
| Worst clock skew | 0.00890 | ns |
| CP cell instances | nor2b_4, buf_4, mux2_4 | - |
| Leading post-synthesis cells by instance count | 14 x dfrtp_1, 4 x mux2_4, 2 x nand2b_1, 2 x xnor2_1 | - |
| Most repeated cell in the gate-level netlist after synthesis | dfrtp_1 | - |
| Routed wirelength normalized by instance count | 9.25 | µm |
| Iteration-0 DRC count of the detailed router | 6 | - |
| Top-Level Pins | 16 | - |
| Number of synthesized register bits | 14 | - |
| Die y size | 80 | µm |
| CP peak stage delay | 0.38 | ns |
| Cell types with the largest area share after synthesis | dfrtp_1 74%, mux2_4 13%, xnor2_1 3.7% | - |
| Number of distinct standard cells referenced by the synthesized netlist | 7 | - |
| Worst slew slack as a fraction of its limit | 0.728 | - |
| Synth Seq Share | 0.743 | - |
| Chip Width | 80 | µm |
| Transition time at the pin with the least slew margin | 0.407 | ns |
| Placeable core region | 3420 | µm² |
| Count of library flops with an enable pin | 0 | - |
| Final WL | 888 | µm |
| Area of the chip | 6400 | µm² |
| Signed area change from the synthesized netlist to the final layout | 50.7 | % |
| Async SR Flop Fraction | 1.00 | - |
| Number of buffers added to fix hold violations after cts | 0 | - |
| Area share of the largest cell type after synthesis | 0.743 | - |
| Register-to-register setup slack | -0.08 | ns |
| Count of input and output buffers | 14 | - |
| Startpoint of the most critical register-to-register path | pulse_valid.resync[0] | - |
| Number of global-route vias before repair | 298 | - |
| VDD IR-drop max | 0.000936 | V |
| Total track usage | 0.0310 | - |
| Largest area contributor in the synthesized netlist | dfrtp_1 | - |
| Average instance area after synthesis | 18.9 | µm² |
| Via count of the routed design | 274 | - |
| CTS Sinks | 14 | - |
| Number of standard cells reported by yosys | 25 | - |
| Class of the tightest hold or removal check | input port to asynchronous set/reset pin | - |
| MaxCap Viol Count | 0 | - |
| P per Cell Area | 2780 | nW/µm² |
| Fraction of layout cells with a size suffix above 1 | 0.420 | - |
| Yosys synthesis warning count | 3 | - |
| Average via count per standard cell | 2.85 | - |
| Number of nets still failing antenna checks after routing | 0 | - |
| Count of unresolved DRC violations after routing | 0 | - |
| Final weighted congestion in routability-driven placement | 0.716 | - |
==> worst max-delay path: cells and delay by family (launching register included) <==
family        cells  cell delay [ns]
mux               1             0.30
simple gates      1             0.13
flops             1             0.38
buf+inv           1             0.15
==> where the power goes <==
group	total (mW)	internal, mW	leakage [nW]	switching (mW)
Clock	0.500	0.304	0.0300	0.196
Sequential	0.894	0.785	0.163	0.108
Combinational	0.585	0.433	0.125	0.152
==> layout make-up <==
class	count	area [µm²]
repair buffers	18	140
well taps	46	57.6
clock buffers	8	52.6
fillers	374	2710
multi-input cells	10	110
flip-flops and latches	14	350
==> layer usage <==
layer  track usage  vias to the layer above  part of all wire
met3        0.0443                        0              0.20
li1              -                      128                 -
met5             0                        -                 0
met2        0.0265                       22              0.33
met1        0.0407                      124              0.47
met4       0.00176                        0                 0
==> through the flow <==
step | instances | utilization | instance area, µm² | TNS, ns | power [mW]
finish | 96 | 0.208 | 711 | -0.379 | 1.98
global placement | 86 | 0.197 | 673 | -0.504 | 1.55
floorplan | 25 | - | 472 | 0 | 1.20
detailed placement | 86 | 0.197 | 673 | -0.528 | 1.57
global route | 96 | 0.208 | 711 | -0.608 | 2.15
CTS | 96 | 0.208 | 711 | -0.437 | 2.03
==> layout by cell type (no fill, tap or decap) <==
cell,synthesis,routed
buf_2,0,6
buf_4,0,4
clkbuf_1,0,2
clkbuf_4,0,6
clkdlybuf4s50_1,0,8
dfrtp_1,14,14
mux2_4,4,4
nand2b_1,2,2
nor2b_1,1,1
nor2b_4,1,1
xnor2_1,2,2
==> worst max path at each step <==
stage	slack (ns)	end	depth (start not counted)	start
after CTS	-0.08	validb	2	pulse_valid.resync[0]
final	-0.08	out[3]	3	pulse_valid.resync[0]
after global routing	-0.12	validb	2	pulse_valid.resync[0]
==> cell families after synthesis <==
kind of cell,after synthesis,synth area share
AND/OR/NAND/NOR,4,0.0690
multiplexers,4,0.127
XOR/XNOR,2,0.0371
buffers and inverters,1,0.0239
flip-flops,14,0.743
==> timing repair <==
| action | 4_1_cts | 5_1_grt |
|---|---|---|
| buffers inserted | 2 | 0 |
| hold endpoints to repair | 0 | 0 |
| gates resized | 18 | 0 |
| endpoints found under the setup margin | 10 | 6 |
==> sequential cells by signal, summed over array words and instances, names as in the netlist <==
| register | flops |
|---|---|
| out | 4 |
| toggle_ready.resync | 3 |
| toggle_valid.resync | 3 |
| pulse_ready.resync | 2 |
| pulse_valid.resync | 2 |
Power figures rest on the tool's default switching activity, not on a simulated workload.
