**run.sh**
```bash
#!/bin/bash
# OpenROAD 26Q1-2900-gdf79404cd8, Yosys 0.63+post, stock flow scripts
make -C /OpenROAD-flow-scripts/flow DESIGN_CONFIG=/design/flow/config.mk WORK_HOME=/design/flow/orfs finish
```
**config.mk**
```make
export PLATFORM = sky130hd
export DESIGN_NAME = oscillator
export DESIGN_NICKNAME = oscillator
export VERILOG_FILES = /design/flow/design.v
export SDC_FILE = /design/flow/constraint.sdc
export NUM_CORES = 4
export LEC_CHECK = 1
export CORE_AREA = 10 10 88 88
export DIE_AREA = 0 0 98 98
```
**constraint.sdc**
```tcl
current_design oscillator

set clk_period 6.8
set clk_io_pct 0.2

create_clock -name clk0 -period $clk_period [get_ports {clk}]

set non_clock_inputs [all_inputs -no_clocks]
set_input_delay [expr $clk_period * $clk_io_pct] -clock clk0 $non_clock_inputs
set_output_delay [expr $clk_period * $clk_io_pct] -clock clk0 [all_outputs]
```
**design.v**
```verilog
`default_nettype none
module oscillator #(
    parameter integer N     = 8,
    parameter integer SHIFT = 6,
    parameter integer MULT  = 1,
    parameter integer START = 2**(N-1) * 0.9
) (
    input  wire                 clk,
    input  wire                 rstb,
    output reg signed [N-1:0]   cos,
    output reg signed [N-1:0]   sin
);
always @(posedge clk)
begin 
    if (rstb) begin
        cos <= START;
        sin <= {N{1'b0}};
    end else begin
        cos <= cos - ((sin + (cos*MULT >>> SHIFT))*MULT >>> SHIFT);
        sin <= sin + (cos*MULT >>> SHIFT);
    end
end
endmodule
```
==> run notes <==
yosys + openroad results -> status=completed, Yosys Warn Count=2, peak ir drop on the vdd network=roughly 94 µV, flop and latch count out of synthesis=16, top cell type by total area after synthesis=sky130_fd_sc_hd__dfxtp_1, mean instance size in the synthesized netlist=8.69 µm², post-synthesis async set-or-reset flop share=0%, Achievable Freq=approximately 0.27 GHz, post-synth top area share=a little over a quarter, num ports=18, Routability Congestion=just over 0.8, hpwl dp=approximately 2000 µm, Reg2Reg Setup Slack=3.11 ns, Worst-Margin Slew=around 0.8 ns, areal power density over the cells=about 130 nW/µm², count of routing violations after the opening detailed-route iteration=between 50 and 60, crit end category=flip-flop, number of hold-repair buffers added at the cts stage=0, Post-Layout Cell Count=225, number of antenna violations at the first check in global routing=0, Combinational Power Share=under 10%, yosys cell count=around 130, commonest cells in the netlist=sky130_fd_sc_hd__dfxtp_1, sky130_fd_sc_hd__nor2_1, sky130_fd_sc_hd__ha_1, Placed Instances=~220, number of buffers on the longest clock path=2, portion of total power attributed to the clock network=45.4%, post-synthesis instance total=~130, clock-pin transition on the worst setup and hold timing paths=0.07 ns, TritonCTS clock tree=built, Post-Route WL=around 2700 µm, Required @ worst endpoint=between 6 and 7 ns, Hold WC Path Type=flip-flop to flip-flop, total global routing track utilization=5.51%, P&R area growth vs syn=25.0%, total negative slack for setup checks=0 ns, wire length of the first global-routing pass=4560 µm, relative max-transition margin=a little under half, antenna diode count=0, endpoint of the lowest-slack register-to-register path=cos[4], detail-routed via count per cell=4.47, height of the chip=between 90 and 100 µm, ratio of final minimum period to clock period=between 50% and 60%, CTS H-Tree Depth=1, count of cell types in the netlist=around 44, number of filler cells placed in the layout=around 630, post-synth area from yosys stat=between 1000 and 1500 µm², Via Count=approximately 1000, share of synthesized area occupied by flip-flops and latches=a little over a quarter, unrepaired setup endpoints after global routing=no, leading register cell type out of synthesis=sky130_fd_sc_hd__dfxtp_1, internal power=~150 µW, worst reg-to-reg path cell count=14, critical path launch point type=flip-flop, summed instance area of the synthesized netlist=1160 µm², Leak=0.578 nW, maximum number of pins on one net before global-route repair=23, fraction of layout cells with a size suffix above 1=under 10%, Data arrival, critical path=3.88 ns, peak per-stage delay on the critical path=0.44 ns, sequential share of power=a little under 50%, clock tree root buffer cell=sky130_fd_sc_hd__clkbuf_8, top post-synthesis cells by area=sky130_fd_sc_hd__dfxtp_1, sky130_fd_sc_hd__ha_1, sky130_fd_sc_hd__nor2b_1, cells along the critical path=ha_1, fa_1, a21o_1, a22oi_1, nor2b_1, xnor2_1, ha_1, inv_1, fa_1, nand3_1, nor2_1, and3_1, nor4_1, mux2i_1, max capacitance violation total=0, area of the die=9600 µm², # port buffers=17, count of nets left with antenna violations after detail routing=0, number of resized instances in the post-cts repair step=0, DRC violation count after routing=0, EDFF count, synth=0, Switch Pwr=~44 µW, critical-path maximum fanout=7, number of rows created at floorplan=28, worst setup path endpoint=cos[4], via count of the first global-routing pass=slightly above 900, first-pass detailed-route iteration total=4, Die X=98 µm, overall power=just under 200 µW, TritonCTS Buffers=3, Final Hold Violation Tally=0, most instantiated library cell after synthesis=sky130_fd_sc_hd__dfxtp_1, number of endpoints failing setup at the final stage=0, number of setup buffers added after CTS=0, Post-Route Skew=between 0.004 and 0.005 ns, Min Clock Period, post-route=roughly 3.7 ns, proportion of total power due to net switching=roughly 22%, post-detailed-route wirelength per cell=between 10 and 15 µm, startpoint of the worst setup timing path=cos[6], Max Slew Vio Count=0, CP max-delay cell=sky130_fd_sc_hd__fa_1, total overflow reported by the global router=0, Std-Cell Core Area=~5900 µm², count of warning messages emitted by the tools=25, number of sinks driven by the clock tree=16, startpoint of the lowest-slack register-to-register path=cos[6], clock latency reported for the late side of the worst-skew pair=0.25 ns, critical path start-end classification=flip-flop to flip-flop, Starting Density=~20%, startpoint of the most critical hold path=cos[0]
==> worst max-delay path, delay by kind of cell, from the launching register on <==
family / cells / cell delay (ns)
flops: 1 / 0.37
compound gates: 2 / 0.60
buf+inv: 1 / 0.06
mux: 1 / 0.21
fa+ha+maj: 4 / 1.32
xor+xnor: 1 / 0.15
simple gates: 5 / 0.91
==> flip-flops by register name, summed over array words and instances (netlist names) <==
| signal | flops |
|---|---|
| cos | 8 |
| sin | 8 |
==> routing by layer <==
layer  routed length, µm  vias to the layer above  GRT usage [%]
met5                   0                        -              0
met4                   8                        0          0.559
met1                1380                      463           7.86
met3                 133                        2           1.56
li1                    -                      521              -
met2                1190                       19           8.32
==> cell families after synthesis <==
kind of cell,count (synthesis),synth area share [%]
DFF,16,27.5
muxes,1,0.859
xor gates and xnor gates,7,5.26
buffers and inverters,9,3.65
adders and majority gates,12,14.2
AOI/OAI and AO/OA,28,18.5
and+or+nand+nor,61,30.1
==> final cells by class <==
| class | count | area, µm² | share of cell area, % |
|---|---|---|---|
| multi-input cells | 109 | 802 | 55.1 |
| clock buffers | 4 | 55.1 | 3.78 |
| inverters | 4 | 15.0 | 1.03 |
| flip-flops and latches | 16 | 320 | 22.0 |
| repair buffers | 17 | 170 | 11.7 |
| well taps | 75 | 93.8 | 6.44 |
==> worst min-delay path by stage <==
stage / end / slack (ns) / depth (start not counted)
after CTS: cos[0] / 0.58 / 3
after global routing: cos[0] / 0.62 / 3
final: cos[0] / 0.57 / 3
==> metrics by stage <==
stage | hold WS (ns) | setup slack (ns) | util, % | area [µm²]
2_1_floorplan | 0.509 | 3.55 | - | 1160
3_3_place_gp | 0.549 | 3.10 | 23.7 | 1400
3_5_place_dp | 0.567 | 3.12 | 23.7 | 1400
4_1_cts | 0.578 | 3.07 | 24.6 | 1460
5_1_grt | 0.624 | 2.74 | 24.6 | 1460
6_report | 0.569 | 3.11 | 24.6 | 1460
==> placed cells by master, fill, tap and decap left out, types with 5 or more instances in the layout <==
master	count
sky130_fd_sc_hd__nor2_1	13
sky130_fd_sc_hd__nor3_1	5
sky130_fd_sc_hd__nand2b_1	5
sky130_fd_sc_hd__clkdlybuf4s50_1	17
sky130_fd_sc_hd__nand3_1	6
sky130_fd_sc_hd__a21oi_1	5
sky130_fd_sc_hd__ha_1	10
sky130_fd_sc_hd__a21o_1	5
sky130_fd_sc_hd__nor2b_1	9
sky130_fd_sc_hd__dfxtp_1	16
==> power groups by stage <==
| stage | Combinational (mW) | Clock [mW] | Sequential, mW |
|---|---|---|---|
| final | 0.0108 | 0.0891 | 0.0963 |
| after CTS | 0.0112 | 0.0914 | 0.0964 |
| after global routing | 0.0126 | 0.0965 | 0.0967 |
Power figures rest on the tool's default switching activity, not on a simulated workload.
